### flow/design.v
module Hex_To_Char_7Segment
(input i_Clk,
 input [7:0] i_Binary_Num,
 output       o_Segment_A,
 output       o_Segment_B,
 output       o_Segment_C,
 output       o_Segment_D,
 output       o_Segment_E,
 output       o_Segment_F,
 output       o_Segment_G);
 reg [6:0] r_Hex_Encoding = 7'h00;
 always @(posedge i_Clk)
   begin
    case (i_Binary_Num)
      8'h48 : r_Hex_Encoding <= 7'h37;  
      8'h45 : r_Hex_Encoding <= 7'h4F;  
      8'h4C : r_Hex_Encoding <= 7'h0E;  
      8'h4F : r_Hex_Encoding <= 7'h7E;  
      default : r_Hex_Encoding <= 7'h00;
    endcase
  end
 assign o_Segment_A = r_Hex_Encoding[6];
 assign o_Segment_B = r_Hex_Encoding[5];
 assign o_Segment_C = r_Hex_Encoding[4];
 assign o_Segment_D = r_Hex_Encoding[3];
 assign o_Segment_E = r_Hex_Encoding[2];
 assign o_Segment_F = r_Hex_Encoding[1];
 assign o_Segment_G = r_Hex_Encoding[0];
endmodule
module Project_7_Segment_Top
 (input i_Clk,
  input i_Switch_2,
  output o_Segment2_A,
  output o_Segment2_B,
  output o_Segment2_C,
  output o_Segment2_D,
  output o_Segment2_E,
  output o_Segment2_F,
  output o_Segment2_G);
  wire w_Switch_2;
  reg  r_Switch_2 = 1'b0;
  reg [7:0] r_Ascii_Value = 8'h00;
  reg [3:0] r_Count = 0;
  wire w_Segment2_A;
  wire w_Segment2_B;
  wire w_Segment2_C;
  wire w_Segment2_D;
  wire w_Segment2_E;
  wire w_Segment2_F;
  wire w_Segment2_G;
  Debounce_Switch Debounce_Switch_Inst
  (.i_Clk(i_Clk),
   .i_Switch(i_Switch_2),
   .o_Switch(w_Switch_2));
  always @(posedge i_Clk)
    begin 
      r_Switch_2 <= w_Switch_2;
      if (w_Switch_2 == 1'b1 && r_Switch_2 == 1'b0)
        begin
          case(r_Count)
            0:
              begin
                r_Ascii_Value <= 8'h48;
                r_Count <= r_Count + 1;
              end
            1:
              begin
                r_Ascii_Value <= 8'h45;
                r_Count <= r_Count + 1;
              end
            2:
              begin
                r_Ascii_Value <= 8'h4C;
                r_Count <= r_Count + 1;
              end
            3:
              begin
                r_Ascii_Value <= 8'h4C;
                r_Count <= r_Count + 1;
              end
            4:
              begin
                r_Ascii_Value <= 8'h4F;
                r_Count <= r_Count + 1;
              end
            5:
              begin
                r_Ascii_Value <= 8'h00;
                r_Count <= 0;
              end
          endcase
        end
    end
   Hex_To_Char_7Segment Inst
   (.i_Clk(i_Clk),
    .i_Binary_Num(r_Ascii_Value),
    .o_Segment_A(w_Segment2_A),
    .o_Segment_B(w_Segment2_B),
    .o_Segment_C(w_Segment2_C),
    .o_Segment_D(w_Segment2_D),
    .o_Segment_E(w_Segment2_E),
    .o_Segment_F(w_Segment2_F),
    .o_Segment_G(w_Segment2_G));
   assign o_Segment2_A = ~w_Segment2_A;
   assign o_Segment2_B = ~w_Segment2_B;
   assign o_Segment2_C = ~w_Segment2_C;
   assign o_Segment2_D = ~w_Segment2_D;
   assign o_Segment2_E = ~w_Segment2_E;
   assign o_Segment2_F = ~w_Segment2_F;
   assign o_Segment2_G = ~w_Segment2_G;
endmodule
module Debounce_Switch
	(input i_Clk,
	 input i_Switch,
	 output o_Switch);
	parameter c_DEBOUNCE_LIMIT = 250000;  
	reg r_State = 1'b0;
	reg [17:0] r_Count = 0; 
	always @(posedge i_Clk)
		begin 
			if (i_Switch !== r_State && r_Count < c_DEBOUNCE_LIMIT)
				r_Count <= r_Count + 1;
			else if (r_Count == c_DEBOUNCE_LIMIT)
				begin
					r_Count <= 0;
					r_State <= i_Switch;
				end
			else
				r_Count <= 0;
		end
	assign o_Switch = r_State;
endmodule
### flow/run.sh
#!/bin/bash
# OpenROAD 26Q1-2900-gdf79404cd8, Yosys 0.63+post, stock flow scripts
make -C /OpenROAD-flow-scripts/flow DESIGN_CONFIG=/design/flow/config.mk WORK_HOME=/design/flow/orfs finish
### flow/config.mk
export PLATFORM = sky130hd
export DESIGN_NAME = Project_7_Segment_Top
export DESIGN_NICKNAME = Project_7_Segment_Top
export VERILOG_FILES = /design/flow/design.v
export SDC_FILE = /design/flow/constraint.sdc
export NUM_CORES = 4
export LEC_CHECK = 1
export CORE_AREA = 10 10 99 99
export DIE_AREA = 0 0 109 109
### flow/constraint.sdc
current_design Project_7_Segment_Top

set clk_period 2.5
set clk_io_pct 0.2

create_clock -name clk0 -period $clk_period [get_ports {i_Clk}]

set non_clock_inputs [all_inputs -no_clocks]
set_input_delay [expr $clk_period * $clk_io_pct] -clock clk0 $non_clock_inputs
set_output_delay [expr $clk_period * $clk_io_pct] -clock clk0 [all_outputs]
==> Slide: Implementation Results <==
Implementation Results

Synthesis
  • Simple-gate portion of the synthesized area: 0.255
  • Post-Syn Area: 1660 sq um
  • Post-synth top flop: dfxtp_1
  • Yosys aoi share: 0.0595
  • Yosys Chip Area: approximately 1700 sq um
  • Post-synthesis sequential area ratio: 0.470
  • Gate Count Post-Synth: about 170
  • Synth async-reset ratio: 0
  • Yosys xor share: 0.0897
  • # Cells Yosys: 168
  • Syn_area_per_cell: around 9.9 sq um
  • Yosys cell types: 38
  • Post-Synth Adder-Cell Area: 0.0452
  • EDFF count, synth: 10
  • Mux contribution to synthesized area: 0.0121
  • YS warnings: 3
  • Ys flops: 34
  • Largest family of logic cells by area: simple AND/OR/NAND/NOR gates

Power and ir drop
  • Logic gate share of total power: 0.021
  • Cell Int Power: approximately 0.77 mW
  • Power share of the clock group: 0.391
  • Sw frac: 0.215
  • Pleak: roughly 0.63 nW
  • Total power: 0.977 mW
  • Sw Pwr: roughly 0.21 mW
  • Cell area power density: slightly above 500 nW/um^2
  • Worst vdd ir: 0.000159 V
  • Sequential Power Share: 0.588

Placement
  • Place WS: ~0.8 ns
  • GP Congestion: roughly 0.84
  • Port bufs: 8
  • DPL Wire Length: approximately 1800 um

Min path
  • Worst Hold Class: reg2reg

Clocking
  • Hold_buf cts: 0
  • Number of clock sinks: 34
  • Worst-case clock buffer depth: 2
  • CTS resizes: 0
  • CTS clock-pin slew for the worst setup and hold paths: 0.07 ns
  • H-Tree Level Count: 2
  • Clk root buf: clkbuf_8
  • TritonCTS Buffers: 5
  • CTS tree: done
  • Setup bufs post-CTS: 0
  • Skew-Pair Late Insertion Delay: 0.28 ns

Outcome
  • Status: finished, final reports clean

Drt
  • Vias after detailed routing: between 1k and 1.5k
  • Number of detailed-route iterations in the first pass: 4
  • Routed Antenna Nets: 0
  • Routed wire per std cell: between 9 and 10 um
  • Routed vias/inst: 4.12
  • ANT cells: 0
  • Drt total wl: 2650 um
  • Number of remaining DRC errors: 0
  • DR iter-0 viols: 37

Final timing
  • Least-Margin Pin Slew: between 0.6 and 0.7 ns
  • Min Clock Period, post-route: 1.67 ns
  • Worst clock skew: around 0.0053 ns
  • Final WS setup: roughly 0.83 ns
  • Hold_ws: approximately 0.49 ns
  • Post-Route Setup TNS: 0 ns
  • Fmax: 0.597 GHz
  • Period utilisation layout: 0.670
  • Max-slew violation count: 0
  • Setup violators final: 0
  • Setup repair after global routing missed its margin: false
  • Worst rel slew slack: 0.534
  • Final hold violations: 0

Run
  • OpenROAD warnings: 29
  • Max-Cap Viols: 0

Floorplan
  • Chip area: 11900 sq um
  • Die Wd: roughly 110 um
  • Core Area: 7730 sq um
  • Fp util: 0.215
  • Die Y: 109 um
  • Rows: 32
  • I/O pins: 9

Finish
  • Post-layout util: 0.244
  • Most used logic cell in the final layout: nor2_1
  • Area Growth Syn to Fin: 13.3%
  • Top Layout Cells: nor2_1 (26), dfxtp_1 (24), xnor2_1 (12), inv_1 (12)
  • Share of cells above drive strength 1: 0.0618

Global routing
  • First-pass GRT wire length: approximately 4500 um
  • Gr usage total: 0.0451
  • Pin count of the biggest net entering global routing: 19
  • Vias in the first global route: between 1k and 1.5k
  • Grt total ovfl: 0
  • Initial antenna violation count: 0

Setup path
  • Crit path DRT: 2.54 ns
  • Reg2Reg Setup Slack: about 0.83 ns
  • Critical Path AT: between 1.5 and 2 ns
  • Worst Path Class, Setup: reg2reg
  • Max Fanout on Critical Path: 6
  • CP Capture Type: flop
  • Startpoint types: flop
[kinds of logic (layout without fill, tap and decap cells)]
group / after synthesis / after routing
muxes: 2 / 2
DFF: 34 / 34
and+or+nand+nor: 79 / 79
buffers and inverters: 18 / 28
xor gates and xnor gates: 17 / 17
AOI/OAI and AO/OA: 12 / 12
adders and majority gates: 6 / 6
[stage by stage]
step	cells	instance area, sq um
2_1_floorplan	168	1660
5_1_grt	280	1880
3_3_place_gp	272	1800
3_5_place_dp	272	1800
4_1_cts	280	1880
6_report	280	1880
[critical path, cell delays in order, from the launching register on]
cell and delay [ns]:
edfxtp_1 0.43, inv_1 0.10, ha_1 0.26, nor2b_1 0.27, nand2_1 0.09, or2_2 0.28
[synthesized netlist by cell type, drive strengths merged (5+ instances only)]
cell / n / area share
nor2: 26 / 0.059
dfxtp: 24 / 0.29
inv: 12 / 0.027
xnor2: 12 / 0.063
edfxtp: 10 / 0.18
nand3: 10 / 0.030
nor4: 10 / 0.038
nand4: 7 / 0.026
ha: 6 / 0.045
nand2: 6 / 0.014
nor3: 5 / 0.022
xor2: 5 / 0.026
[layout make-up]
| cell class | instances | area [sq um] |
|---|---|---|
| clock inverter | 2 | 8.76 |
| clock buffer | 6 | 72.6 |
| sequential | 34 | 781 |
| multi-input combinational | 116 | 767 |
| timing repair buffer | 8 | 80.1 |
| fill | 814 | 5850 |
| tap | 102 | 128 |
| inverter | 12 | 45.0 |
[path summary, 6_finish.rpt]
check	startpoint	end	cells past startpoint
worst max-delay path	r_Count[1]$_SDFFCE_PP0P_	r_Ascii_Value[6]$_DFFE_PP_	5
worst min-delay path	Debounce_Switch_Inst.r_Count[17]$_SDFF_PN0_	Debounce_Switch_Inst.r_Count[17]$_SDFF_PN0_	2
worst max register to register	r_Count[1]$_SDFFCE_PP0P_	r_Ascii_Value[6]$_DFFE_PP_	5
worst min register to register	Debounce_Switch_Inst.r_Count[17]$_SDFF_PN0_	Debounce_Switch_Inst.r_Count[17]$_SDFF_PN0_	2
[registers in the layout, summed over array words and instances, names as in the netlist]
register and cells:
Inst.r_Hex_Encoding 5, Debounce_Switch_Inst.r_Count 18, r_Count 4, r_Ascii_Value 5, Debounce_Switch_Inst.r_State 1, r_Switch_2 1
[power by group through the flow]
stage / Combinational, mW / Clock [mW] / Sequential [mW]
after CTS: 0.0209 / 0.396 / 0.575
final: 0.0202 / 0.382 / 0.575
after global routing: 0.0238 / 0.415 / 0.575
[routing by layer]
metal | wire (um) | GRT usage
met5 | 0 | 0
met1 | 1360 | 0.0658
met3 | 121 | 0.0137
met4 | 59 | 0.00942
met2 | 1110 | 0.0647
Power and IR drop assume default switching activity.
